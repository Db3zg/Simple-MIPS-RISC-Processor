==> flow/design.v <==
module pc_module (
    input wire clock,        
    input wire reset,        
    input wire enable,       
    input wire [15:0] next_pc,  
    output reg [15:0] PC     
);
    always @(posedge clock or posedge reset) begin
        if (reset) begin
            PC <= 16'b0;   
        end else if (enable) begin
            PC <= next_pc;  
        end else begin
            PC <= PC;      
        end
    end
endmodule
==> flow/run.sh <==
#!/bin/bash
# OpenROAD 26Q1-2900-gdf79404cd8, Yosys 0.63+post, stock flow scripts
make -C /OpenROAD-flow-scripts/flow DESIGN_CONFIG=/design/flow/config.mk WORK_HOME=/design/flow/orfs finish
==> flow/config.mk <==
export PLATFORM = sky130hd
export DESIGN_NAME = pc_module
export DESIGN_NICKNAME = pc_module
export VERILOG_FILES = /design/flow/design.v
export SDC_FILE = /design/flow/constraint.sdc
export NUM_CORES = 4
export LEC_CHECK = 1
export CORE_AREA = 10 10 91 91
export DIE_AREA = 0 0 101 101
==> flow/constraint.sdc <==
current_design pc_module

set clk_period 1.5
set clk_io_pct 0.2

create_clock -name clk0 -period $clk_period [get_ports {clock}]

set non_clock_inputs [all_inputs -no_clocks]
set_input_delay [expr $clk_period * $clk_io_pct] -clock clk0 $non_clock_inputs
set_output_delay [expr $clk_period * $clk_io_pct] -clock clk0 [all_outputs]
==> qor.txt <==
worst-path cell chain - clkdlybuf4s50_1
Setup Skew - 0 ps
cycle use final - 0.9261
r2r startpoint - PC[14]
tool warnings - 25
Initial DRT Pass Iterations - 2
CTS tree - built
Cell Area, Synth - 653.1 um2
register area share after synthesis - 0.6130
Core Region - 6350 um2
HP Class - input port to asynchronous set/reset pin
Iter 0 DRT Violations - 3
biggest area cells - dfrtp_1, mux2_4, mux2_2
share of post-route cells with drive strength above 1 - 0.3014
max reg flops - 16
Most common reg cell - dfrtp_1
vias - 439
setup bufs post-CTS - 0
Yosys warnings - 1
area post-placement - 1086 um2
die height - 101 um
Diodes inserted - 0
WP buf/inv - 1
vias in the first global route - 500
RSZ-0062 raised after global routing - no
ys cells - 35
Slew Viols, Final - 0
chip area in the Yosys report - 653.1 um2
post-route ant nets - 0
Final Setup Violations - 0
final setup TNS - 0 ps
Die ar. - 10200 um2
Layout area overhead - 74.71%
#FFs+latches synth - 16
Crit Path Category - register to output pin
Post-Syn Area per Cell - 18.66 um2
VDD IR-drop max - 0.3757 mV
Worst Setup Start Kind - register
Die Width - 101 um
routed vias/inst - 2.927
site row count - 29
power per cell area - 954.4 nW/um2
Worst Setup SP - PC[2]
GRT Util Overall - 0.03400
H-tree levels - 1
most flop-heavy register - PC
number of remaining DRC errors - 0
initial antenna violation count - 0
final hold violation count - 0
pin count of the biggest net entering global routing - 17
Slowest cell on crit path - clkdlybuf4s50_1
CTS root buf - clkbuf_8
Worst-Margin Slew - 210.5 ps
Worst-path clk slew - 60 ps
maximum achievable frequency - 0.7198 GHz
Synth area leader - dfrtp_1
flip-flops with a built-in enable - 0
Initial Util - 0.1029
routed wire length - 1705 um
top flop regs - PC x16
Worst Path Arrival - 1090 ps
Final GP Congestion - 0.6856
status - complete, no violations
Top delay family on crit path - buffers and inverters
top cells by count - dfrtp_1, mux2_4, mux2_2
Avg WL per Cell - 11.37 um
worst-path maximum fanout - 2
Final min period - 1389 ps
CP endpoint kind - output pin
post-CTS sizing - 0
Slew headroom - 0.8597
area share, top type - 0.6130
Required @ worst endpoint - 1200 ps
CTS Sinks - 16
Post-synth ARST share - 1.000
Hold-fix buffers, CTS - 0
leak pwr - 0.0004740 uW
clk ins delay skew pair - 240 ps
# port buffers - 34
number of I/O pins - 35
total gr overflow - 0
MaxCap Viol Count - 0
Distinct lib cells used - 6
most common cell in the synthesized netlist - dfrtp_1
post-route cell area - 1141 um2
TritonCTS Buffers - 3
Post-Synthesis Cells - 35
maximum clock insertion buffer count - 2
CP max stage delay - 490 ps
first-pass GRT wire length - 2711 um
==> power breakdown <==
group | internal [uW] | switching [uW] | total, uW | leakage, uW
logic | 170 | 45.1 | 215 | 0.000258
registers | 475 | 24.6 | 500 | 0.000187
clock network | 232 | 142 | 374 | 0.0000288
==> metrics by stage <==
step / worst slack [ps] / std cells / power (uW) / util / hold slack [ps]
global route: 34.85 / 150 / 1165 / 0.1797 / 413.3
detailed placement: 42.70 / 146 / 726.0 / 0.1710 / 494.0
global placement: 51.64 / 146 / 727.2 / 0.1710 / 495.3
CTS: 94.23 / 150 / 1117 / 0.1797 / 376.6
floorplan: 538.4 / 35 / 573.7 / - / 213.7
finish: 110.8 / 150 / 1089 / 0.1797 / 365.6
==> routing by layer <==
layer	GRT usage	part of all wire	vias to the layer above
li1	-	-	201
met5	0	0	-
met1	0.04693	0.48	203
met3	0.03049	0.21	2
met4	0.001072	0.0035	0
met2	0.03980	0.30	33
==> placed cells by master, fill, tap and decap left out <==
cell and n:
mux2_2 6, clkbuf_8 4, mux2_4 10, clkdlybuf4s50_1 34, buf_12 1, inv_1 1, buf_4 1, dfrtp_1 16
==> final cells by class <==
cell class	count	area (um2)
fillers	673	5209
flip-flops and latches	16	400.4
repair buffers	36	367.9
multi-input cells	16	217.7
well taps	77	96.34
clock buffers	4	55.05
inverters	1	3.754
==> cell families (layout without fill, tap and decap cells) <==
family,Yosys count,after routing,share of synthesized area
buffers and inverters,3,41,0.05363
muxes,16,16,0.3333
DFF,16,16,0.6130
==> final timing paths <==
check                         end  slack [ps]  cells past startpoint
hold reg to reg             PC[6]         510                      1
setup / recovery            PC[2]         110                      1
hold / removal              PC[3]         370                      3
setup reg to reg           PC[14]         730                      1
min in group clk0           PC[6]         510                      1
max in group asynchronous  PC[11]         950                      3
Power figures rest on the tool's default switching activity, not on a simulated workload.
