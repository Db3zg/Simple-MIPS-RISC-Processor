[flow/config.mk]
export PLATFORM = sky130hd
export DESIGN_NAME = ALU
export DESIGN_NICKNAME = ALU
export VERILOG_FILES = /design/flow/design.v
export SDC_FILE = /design/flow/constraint.sdc
export NUM_CORES = 4
export LEC_CHECK = 1
export CORE_AREA = 10 10 98 98
export DIE_AREA = 0 0 108 108
[flow/constraint.sdc]
current_design ALU

set clk_period 15.9
set clk_io_pct 0.2

create_clock -name clk0 -period $clk_period [get_ports {clk}]

set non_clock_inputs [all_inputs -no_clocks]
set_input_delay [expr $clk_period * $clk_io_pct] -clock clk0 $non_clock_inputs
set_output_delay [expr $clk_period * $clk_io_pct] -clock clk0 [all_outputs]
[flow/design.v]
module ALU (
	input clk,
    input [15:0] A, B,          
    input [1:0] ALU_op,         
    output reg [15:0] result,   
    output Z,                   
    output N                    
);
    reg carry_out;
    always @(posedge clk) begin
        case (ALU_op)
            2'b00: {carry_out, result} = A + B;   
            2'b01: {carry_out, result} = A - B;   
            2'b10: result = A & B;                
            2'b11: result = A | B;                
            default: result = 16'b0;
        endcase
    end
    assign Z = (result == 16'b0);
    assign N = result[15];
endmodule
[flow/run.sh]
#!/bin/bash
# OpenROAD 26Q1-2900-gdf79404cd8, Yosys 0.63+post, stock flow scripts
make -C /OpenROAD-flow-scripts/flow DESIGN_CONFIG=/design/flow/config.mk WORK_HOME=/design/flow/orfs finish
==> results_dict.tcl <==
# yosys + openroad results
set metrics [dict create \
    status "finished clean" \
    gp_congestion 0.867 \
    grt_pass1_wl_microns 7800 \
    yosys.cell_count.top_type "nand2_1" \
    numCtsBuffers 3 \
    cts_tree "done" \
    post_cts_resized 0 \
    log.warning_count 27 \
    fill_cells 800 \
    timing.hold.ws_ns 3.75 \
    combGateArea_sq_um 1340 \
    rsz0062_at_grt "no" \
    grt_util_met1_pct 11.3 \
    grt_usage_pct 8.13 \
    n_antenna_cell 0 \
    hold_violations 0 \
    ant_nets 0 \
    hpwl_microns 4250 \
    largest_reg_flops 16 \
    synth_cells 219 \
    clk_pin_slew_ns 0.06 \
    first_global_vias 1608 \
    ys.flop_type "dfxtp_1" \
    powerDensity_nw_per_um2 69.9 \
    io_pins 53 \
    setup_viol 0 \
    timing.final.crit_share_pct 45.3 \
    cp_cell_sequence "clkdlybuf4s50_1 > nor2b_1 > mux2i_1 > ha_1 > nor2b_1 > o2111ai_2 > a31oi_2 > a221o_1 > a41o_1 > a41oi_4 > mux2i_1 > a21oi_1 > o21a_1" \
    crit_arrival_ns 7.34 \
    top_area_cell "dfxtp_1" \
    post_cts_buffers 0 \
    slew_violations 0 \
    setup-tns-final_ns 0 \
    clock.fmax_ghz 0.139 \
    edf_count 0 \
    drt-total-wl_microns 4790 \
    relSlewSlack_pct 50.0 \
    peakVddDrop_mv 0.0269 \
    area_leaders "dfxtp_1 (19%), ha_1 (13%), maj3_1 (8.1%)" \
    cp-end-kind "flop" \
    holdCritPathClass "input port to flop" \
    syn_to_final_growth_pct 38.5 \
    die_h_microns 108 \
    use_met3_pct 2.53 \
    ys.flops 16 \
    cts_sinks 16 \
    core.rowCount 32 \
    async_flop_share_pct 0 \
    design.core.area_sq_um 7650 \
    seq_area_sq_um 320 \
    die_x_microns 108 \
    worst_pin_slew_ns 0.747 \
    min_path_cells 4 \
    grt_max_degree 29 \
    routed-via-count 1638 \
    port_buffers 52 \
    cp_max_fo 19 \
    holdPathEnd "result[13]$_DFF_P_" \
    fp_util_pct 22.6 \
    cpMaxStageDelayCell "clkdlybuf4s50_1" \
    ys_cells 219 \
    start_kind "input port" \
    grt_overflow 0 \
    ys_area_sq_um 1730 \
    min_period_ns 7.20 \
    top_area_share_pct 18.5 \
    cpPeakStageDelay_ns 0.95 \
    grt_busiest_layer "met2" \
    vias_per_cell 4.43 \
    ys_seq_share_pct 18.5 \
    drc 0 \
    hold_buffers 0 \
    ctsRootBufferMaster "clkbuf_8" \
    htreeDepth 1 \
    cts_max_path_buffers 2 \
    dieArea_sq_um 11700 \
    grt_util_met2_pct 12.7 \
    drt_iter0_drc 72 \
    min_from "A[13]" \
    syn_area_per_cell_sq_um 7.90 \
    drtPass1Iterations 4 \
    ys_top_cells_by_count "nand2_1 (27), a21oi_1 (19), ha_1 (18)" \
    p_leak_uw 0.000937 \
    drv_cap 0 \
    drive_gt1_share_pct 4.85 \
    antenna_found_initial 0 \
    synth.yosys.warnings 1 \
    critPathKind "input port to flop" \
    synth_area_sq_um 1730 \
    synth.distinct_cells 45 \
    wl_per_cell_microns 12.9 \
    required_ns 16.04 \
]
-- cell families after synthesis --
group / after synthesis / share of synthesized area (%)
flops: 16 / 18.5
fa+ha+maj: 33 / 22.3
buf+inv: 16 / 3.76
xor+xnor: 23 / 11.7
simple gates: 71 / 19.6
compound gates: 56 / 21.8
mux: 4 / 2.39
-- report_power, final --
| part | switching [uW] | internal (uW) | total [uW] |
|---|---|---|---|
| clock network | 12.3 | 16.7 | 29.1 |
| registers | 4.07 | 47.9 | 51.9 |
| logic | 38.2 | 48.2 | 86.4 |
| total | 54.6 | 113 | 167 |
-- per-layer routing --
| metal | routed length (microns) | vias up |
|---|---|---|
| met5 | 0 | - |
| met2 | 2190 | 43 |
| li1 | - | 887 |
| met1 | 2090 | 706 |
| met3 | 481 | 2 |
| met4 | 25 | 0 |
-- critical path, delay by kind of cell --
family | cells | cell delay [ns]
AOI/OAI and AO/OA | 7 | 1.60
buffers and inverters | 1 | 0.95
and+or+nand+nor | 2 | 0.75
adders and majority gates | 1 | 0.28
muxes | 2 | 0.58
-- area by class of cell --
type                            instances  share of cell area, %
Sequential cell                        16                   13.4
Multi-Input combinational cell        187                   56.1
Timing Repair Buffer                   53                   22.0
Clock buffer                            3                   1.72
Inverter                                9                   1.41
Tap cell                              102                   5.33
-- worst max path at each step --
stage / startpoint / endpoint / slack (ns) / cells past startpoint
global route: ALU_op[0] / result[15]$_DFF_P_ / 8.32 / 13
CTS: ALU_op[0] / result[15]$_DFF_P_ / 8.71 / 13
finish: ALU_op[0] / result[15]$_DFF_P_ / 8.70 / 13
-- placed cells by master (no fill, tap or decap), types with 3 or more instances in the layout --
cell type        netlist  final
clkdlybuf4s50_1        0     52
nor2_1                15     15
o21ai_0                5      5
inv_1                  8      8
nand2_1               27     27
xor2_1                 9      9
dfxtp_1               16     16
nand2b_1               4      4
nor3_1                 4      4
mux2i_1                3      3
ha_1                  18     18
o21ai_1               12     12
clkbuf_8               0      3
maj3_1                14     14
nand3_1                5      5
a21oi_1               19     19
xnor2_1               14     14
o31ai_1                4      4
nor4_1                 5      5
or3_1                  3      3
-- stage by stage --
stage	worst slack, ns	utilization (%)	area (sq um)	cells	power (uW)
global route	8.32	31.3	2390	370	182
CTS	8.71	31.3	2390	370	170
finish	8.70	31.3	2390	370	167
global placement	8.56	30.8	2350	367	140
floorplan	9.53	-	1730	219	103
detailed placement	8.44	30.8	2350	367	140
No activity file was given, so power comes from the tool's default toggle rates.
